<file path="/design/flow/constraint.sdc">
current_design FPGA

set clk_period 2.6
set clk_io_pct 0.2

create_clock -name clk0 -period $clk_period [get_ports {clock}]

set non_clock_inputs [all_inputs -no_clocks]
set_input_delay [expr $clk_period * $clk_io_pct] -clock clk0 $non_clock_inputs
set_output_delay [expr $clk_period * $clk_io_pct] -clock clk0 [all_outputs]
</file>
<file path="/design/flow/run.sh">
#!/bin/bash
# OpenROAD 26Q1-2900-gdf79404cd8, Yosys 0.63+post, stock flow scripts
make -C /OpenROAD-flow-scripts/flow DESIGN_CONFIG=/design/flow/config.mk WORK_HOME=/design/flow/orfs finish
</file>
<file path="/design/flow/config.mk">
export PLATFORM = sky130hd
export DESIGN_NAME = FPGA
export DESIGN_NICKNAME = FPGA
export VERILOG_FILES = /design/flow/design.v
export SDC_FILE = /design/flow/constraint.sdc
export NUM_CORES = 4
export LEC_CHECK = 1
export CORE_UTILIZATION = 30
</file>
<file path="/design/flow/design.v">
`timescale 1ns / 1ps
module CLB(
        reset, 
        clock,
        C_In,
        input_1,
        input_2,
        sum,
        C_Out
    );
    input       reset,
                clock,
                C_In;       
    input [1:0] input_1,
                input_2;
    output [1:0] sum;
    reg    [1:0] sum;
    output       C_Out;
    reg          C_Out;
    always @ (posedge clock or
              posedge reset)
    begin   
            if (reset) 
            begin 
                sum   = 2'b00;
                C_Out = 1'b0;
            end
            else begin
                case({C_In, input_1, input_2})
                5'b00000: begin sum = 2'b00; C_Out = 1'b0; end
                5'b00001: begin sum = 2'b01; C_Out = 1'b0; end
                5'b00010: begin sum = 2'b10; C_Out = 1'b0; end
                5'b00011: begin sum = 2'b11; C_Out = 1'b0; end
                5'b00100: begin sum = 2'b01; C_Out = 1'b0; end
                5'b00101: begin sum = 2'b10; C_Out = 1'b0; end
                5'b00110: begin sum = 2'b11; C_Out = 1'b0; end
                5'b00111: begin sum = 2'b00; C_Out = 1'b1; end
                5'b01000: begin sum = 2'b10; C_Out = 1'b0; end
                5'b01001: begin sum = 2'b11; C_Out = 1'b0; end
                5'b01010: begin sum = 2'b00; C_Out = 1'b1; end
                5'b01011: begin sum = 2'b01; C_Out = 1'b1; end
                5'b01100: begin sum = 2'b11; C_Out = 1'b0; end
                5'b01101: begin sum = 2'b00; C_Out = 1'b1; end
                5'b01110: begin sum = 2'b01; C_Out = 1'b1; end
                5'b01111: begin sum = 2'b10; C_Out = 1'b1; end
                5'b10000: begin sum = 2'b01; C_Out = 1'b0; end
                5'b10001: begin sum = 2'b10; C_Out = 1'b0; end
                5'b10010: begin sum = 2'b11; C_Out = 1'b0; end
                5'b10011: begin sum = 2'b00; C_Out = 1'b1; end
                5'b10100: begin sum = 2'b10; C_Out = 1'b0; end
                5'b10101: begin sum = 2'b11; C_Out = 1'b0; end
                5'b10110: begin sum = 2'b00; C_Out = 1'b1; end
                5'b10111: begin sum = 2'b01; C_Out = 1'b1; end
                5'b11000: begin sum = 2'b11; C_Out = 1'b0; end
                5'b11001: begin sum = 2'b00; C_Out = 1'b1; end
                5'b11010: begin sum = 2'b01; C_Out = 1'b1; end
                5'b11011: begin sum = 2'b10; C_Out = 1'b1; end
                5'b11100: begin sum = 2'b00; C_Out = 1'b1; end
                5'b11101: begin sum = 2'b01; C_Out = 1'b1; end
                5'b11110: begin sum = 2'b10; C_Out = 1'b1; end
                5'b11111: begin sum = 2'b11; C_Out = 1'b1; end
                default:  begin sum = 2'b00; C_Out = 1'b0; end 
                endcase
            end
    end
endmodule
`timescale 1ns / 1ps
module FPGA(
    clock,
    reset,
    BitFile,
    input_1,
    input_2,
    sum,
    C_Out
    );
    input clock,
          reset;
    input  [7:0]  input_1,
                  input_2,
                  BitFile;
    output [7:0]  sum;
    output C_Out;
    wire [1:0] sum_A, sum_B, sum_C, sum_D; 
    wire carry_0, carry_A, carry_B, carry_C, carry_D;
    wire C_Out, Cin_A, Cin_B, Cin_C, Cin_D;
    wire [1:0] CLB_Sum_A, CLB_Sum_B, CLB_Sum_C, CLB_Sum_D;
    wire [1:0] num_1_A, num_1_B, num_1_C, num_1_D;
    wire [1:0] num_2_A, num_2_B, num_2_C, num_2_D;
    Routing_Channel  IC (BitFile, input_1, input_2, 1'b0, carry_A, carry_B, carry_C, carry_D,
                         sum_A, sum_B, sum_C, sum_D, C_Out, Cin_A, Cin_B, Cin_C, Cin_D,
                         CLB_Sum_A, CLB_Sum_B, CLB_Sum_C, CLB_Sum_D, 
                         num_1_A, num_1_B, num_1_C, num_1_D,
                         num_2_A, num_2_B, num_2_C, num_2_D
                         );
    CLB   CLB_A(reset, 
                clock,
                Cin_A,
                num_1_A,
                num_2_A,
                sum_A,
                carry_A
                );
    CLB   CLB_B(reset, 
                clock,
                Cin_B,
                num_1_B,
                num_2_B,
                sum_B,
                carry_B
                );
    CLB   CLB_C(reset, 
                clock,
                Cin_C,
                num_1_C,
                num_2_C,
                sum_C,
                carry_C
                );
    CLB   CLB_D(reset, 
                clock,
                Cin_D,
                num_1_D,
                num_2_D,
                sum_D,
                carry_D
                );
    assign sum = {CLB_Sum_D, CLB_Sum_C, CLB_Sum_B, CLB_Sum_A};
endmodule
`timescale 1ns / 1ps
module Routing_Channel(
    BitFile,
    num_1,
    num_2,
    carry_0,
    carry_A,
    carry_B,
    carry_C,
    carry_D,
    sum_A,
    sum_B,
    sum_C,
    sum_D,
    Cout,
    Cin_A,
    Cin_B,
    Cin_C,
    Cin_D,
    CLB_Sum_A,
    CLB_Sum_B,
    CLB_Sum_C,
    CLB_Sum_D,
    num_1_A,
    num_1_B,
    num_1_C,
    num_1_D,
    num_2_A,
    num_2_B,
    num_2_C,
    num_2_D
    );
    input [7:0] BitFile;
    input [7:0] num_1,
                num_2;    
    input       carry_0,  
                carry_A,  
                carry_B,  
                carry_C,  
                carry_D;  
    input [1:0] sum_A,    
                sum_B,    
                sum_C,    
                sum_D;    
    output reg  Cout,    
                Cin_A,  
                Cin_B,  
                Cin_C,  
                Cin_D;  
    output reg [1:0]    CLB_Sum_A,
                        CLB_Sum_B,
                        CLB_Sum_C,
                        CLB_Sum_D;
    output reg [1:0]    num_1_A,
                        num_1_B,
                        num_1_C,
                        num_1_D,
                        num_2_A,
                        num_2_B,
                        num_2_C,
                        num_2_D;                   
    always @ (*)
    begin
        case(BitFile[1:0])
            2'b00:   begin CLB_Sum_A <= sum_A; Cin_A <= carry_0; num_1_A <= num_1[1:0]; num_2_A <= num_2[1:0]; end
            2'b01:   begin CLB_Sum_A <= sum_B; Cin_A <= carry_B; num_1_A <= num_1[3:2]; num_2_A <= num_2[3:2]; end
            2'b10:   begin CLB_Sum_A <= sum_C; Cin_A <= carry_C; num_1_A <= num_1[5:4]; num_2_A <= num_2[5:4]; end
            2'b11:   begin CLB_Sum_A <= sum_D; Cin_A <= carry_D; num_1_A <= num_1[7:6]; num_2_A <= num_2[7:6]; end
            default: begin CLB_Sum_A <= sum_A; Cin_A <= carry_0; num_1_A <= num_1[1:0]; num_2_A <= num_2[1:0]; end
        endcase
        case(BitFile[3:2])
            2'b00:   begin CLB_Sum_B <= sum_A; Cin_B <= carry_0; num_1_B <= num_1[1:0]; num_2_B <= num_2[1:0]; end
            2'b01:   begin CLB_Sum_B <= sum_B; Cin_B <= carry_A; num_1_B <= num_1[3:2]; num_2_B <= num_2[3:2]; end
            2'b10:   begin CLB_Sum_B <= sum_C; Cin_B <= carry_C; num_1_B <= num_1[5:4]; num_2_B <= num_2[5:4]; end
            2'b11:   begin CLB_Sum_B <= sum_D; Cin_B <= carry_D; num_1_B <= num_1[7:6]; num_2_B <= num_2[7:6]; end
            default: begin CLB_Sum_B <= sum_B; Cin_B <= carry_A; num_1_B <= num_1[3:2]; num_2_B <= num_2[3:2]; end
        endcase
        case(BitFile[5:4])
            2'b00:   begin CLB_Sum_C <= sum_A; Cin_C <= carry_0; num_1_C <= num_1[1:0]; num_2_C <= num_2[1:0]; end
            2'b01:   begin CLB_Sum_C <= sum_B; Cin_C <= carry_A; num_1_C <= num_1[3:2]; num_2_C <= num_2[3:2]; end
            2'b10:   begin CLB_Sum_C <= sum_C; Cin_C <= carry_B; num_1_C <= num_1[5:4]; num_2_C <= num_2[5:4]; end
            2'b11:   begin CLB_Sum_C <= sum_D; Cin_C <= carry_D; num_1_C <= num_1[7:6]; num_2_C <= num_2[7:6]; end
            default: begin CLB_Sum_C <= sum_C; Cin_C <= carry_B; num_1_C <= num_1[5:4]; num_2_C <= num_2[5:4]; end
        endcase
        case(BitFile[7:6])
            2'b00:   begin CLB_Sum_D <= sum_A; Cin_D <= carry_0; num_1_D <= num_1[1:0]; num_2_D <= num_2[1:0]; end
            2'b01:   begin CLB_Sum_D <= sum_B; Cin_D <= carry_A; num_1_D <= num_1[3:2]; num_2_D <= num_2[3:2]; end
            2'b10:   begin CLB_Sum_D <= sum_C; Cin_D <= carry_B; num_1_D <= num_1[5:4]; num_2_D <= num_2[5:4]; end
            2'b11:   begin CLB_Sum_D <= sum_D; Cin_D <= carry_C; num_1_D <= num_1[7:6]; num_2_D <= num_2[7:6]; end
            default: begin CLB_Sum_D <= sum_D; Cin_D <= carry_C; num_1_D <= num_1[7:6]; num_2_D <= num_2[7:6]; end
        endcase
        case(BitFile[7:6])
            2'b00:   Cout <= carry_A;
            2'b01:   Cout <= carry_B;
            2'b10:   Cout <= carry_C;
            2'b11:   Cout <= carry_D;
            default: Cout <= carry_D;
        endcase
    end                               
endmodule
</file>
==> impl_metrics.toml <==
# yosys + openroad results
[worst_setup_path]
cp-start-kind = "input pin"
arrival_ns = 2.02
crit_family = "buffers and inverters"
cp_data_required_time_ns = 2.08
crit_path_top_delay_cell = "mux4_1"
crit_fanout = 3
cpMostUsedCell = "clkdlybuf4s50_1"
crit_type = "input pin to output pin"
end_kind = "output pin"
crit_buf_inv = 2
crit_chain = "clkdlybuf4s50_1 -> mux4_1 -> clkdlybuf4s50_1"
cp_slowest_stage_delay_ns = 0.56

[floorplan]
rows = 27
fp-utilization = 0.310
coreArea_um2 = 5470
chipArea_um2 = 5960
io_pins = 35
die_x_um = 77.2
die_h_um = 77.2

[logic_synthesis]
synth_warnings = 2
syn_inst = 152
ys_cells = 152
area_leaders = "dfrtp_1 (18%), mux4_2 (16%), mux4_1 (9.3%), mux2i_1 (8.3%), ha_1 (5.9%)"
syn_area_um2 = 1700
top_cell_area_share = 0.177
ys_ff = 12
ys_types = 38
ys_seq_frac = 0.177
syn_avg_cell_area_um2 = 11.2
synth-edff-count = 0
synthFlopType = "dfrtp_1"
async_flop_share = 1.00
yosys.area.top_type = "dfrtp_1"
yosys-stat-area_um2 = 1700

[grt]
grt_usage = 0.159
grt_first_pass_wirelength_um = 7250
grt_max_degree = 13
antenna_found_initial = 0
overflow = 0
grt_pass1_vias = 1453

[detailed_routing]
first_iter_violations = 81
route.detailed.drc = 0
n_antenna_cell = 0
wl_um = 4330
via_count = 1482
ant_nets = 0
wire_per_inst_um = 15.0
dr.pass1.iters = 6
via_per_inst = 5.15

[cells_and_area]
final_core_util = 0.432
fin_cells = 288
area_delta_synth_final_pct = 39.4
n_fill_cell = 532
drive_gt1_frac = 0.329

[final_timing]
finalClockSkew_ns = 0.00528
fin_crit_ns = 2.54
period_used_share = 0.975
rsz0062_at_grt = "false"
fin_ws_ns = 0.0638
clock.fmax_mhz = 394
final_max_slew_viol_count = 0
tightest_slew_ns = 0.522
setup_viol = 0
finalHoldViolations = 0
setup_tns_ns = 0
relSlewSlack = 0.651

[clock_tree]
cts_made_buffers = 3
clk_latency_ns = 0.24
ctsLongestPathBuffers = 2
cts_tree = "built"
cts_sinks = 12
cts-root-buf = "clkbuf_8"
htree_levels = 1
cts_setup_buffers = 0
path_clk_slew_ns = 0.05

[min_path]
hold_path.class = "input pin to asynchronous set/reset pin"

[power_and_ir_drop]
ir_drop_mv = 0.181
total_power_w = 0.00121
p_per_area_nw_per_um2 = 513
leakagePower_nw = 1.03

[job]
tool_warnings = 29
maxCapViolations = 0

[placement]
io_buffer_count = 34
place_inst = 285
place_hpwl_um = 3560
place.gp.congestion = 0.874
pre_cts_ws_ns = -0.0790

[outcome]
status = "finished, final reports clean"
## worst register-to-register path, delay by kind of cell, from the launching register on
kind,cells,cell delay (ns)
AOI/OAI and AO/OA,2,0.55
DFF,1,0.44
muxes,1,0.33
and+or+nand+nor,1,0.20
xor gates and xnor gates,1,0.15
## placed cells by master (no fill, tap or decap), types with 2 or more instances in the layout
| cell | netlist | final |
|---|---|---|
| buf_4 | 1 | 35 |
| clkdlybuf4s50_1 | 0 | 27 |
| mux2i_1 | 14 | 14 |
| dfrtp_1 | 12 | 12 |
| mux4_2 | 12 | 12 |
| nand2_1 | 11 | 11 |
| nor2_1 | 10 | 10 |
| inv_1 | 9 | 9 |
| xnor2_1 | 9 | 9 |
| mux2_2 | 8 | 8 |
| ha_1 | 8 | 8 |
| o21ai_0 | 7 | 7 |
| mux4_1 | 6 | 6 |
| dlygate4sd2_1 | 0 | 6 |
| a21oi_1 | 3 | 3 |
| a31oi_1 | 3 | 3 |
| a311o_1 | 3 | 3 |
| clkbuf_8 | 0 | 3 |
| a21o_1 | 2 | 2 |
| o211ai_1 | 2 | 2 |
| and2b_2 | 2 | 2 |
| a22o_2 | 2 | 2 |
| and2_2 | 2 | 2 |
| a221oi_4 | 2 | 2 |
| o32ai_2 | 2 | 2 |
| or2_1 | 2 | 2 |
## layout make-up
type	count	area [µm²]	share of cell area
flip-flops and latches	12	300	0.127
repair buffers	69	598	0.253
well taps	72	90.1	0.0381
multi-input cells	123	1300	0.551
clock buffers	3	41.3	0.0175
inverters	9	33.8	0.0143
## state kept, by name, indices dropped and copies added (netlist names)
register	flops
CLB_B.C_Out	1
CLB_C.C_Out	1
CLB_D.sum	2
CLB_B.sum	2
CLB_C.sum	2
CLB_A.sum	2
CLB_A.C_Out	1
CLB_D.C_Out	1
## path summary, 6_finish.rpt
check | start | end | slack (ns) | depth (start not counted)
worst max-delay path | BitFile[0] | sum[1] | 0.06 | 3
worst min-delay path | reset | CLB_A.sum[1] | 0.62 | 2
worst max register to register | CLB_B.C_Out | CLB_C.sum[1] | 0.83 | 5
worst min register to register | CLB_A.C_Out | CLB_D.sum[1] | 0.93 | 4
max in group asynchronous | reset | CLB_C.sum[1] | 1.63 | 2
min in group clk0 | CLB_A.C_Out | CLB_D.sum[1] | 0.93 | 4
## power by group
part / internal (W) / leakage (nW) / switching (W)
clock: 0.000102 / 0.0216 / 0.0000654
combinational: 0.000462 / 0.871 / 0.000250
sequential: 0.000252 / 0.141 / 0.0000834
total: 0.000815 / 1.03 / 0.000398
## synthesized netlist by cell type, types with 2 or more instances
cell type / number
nor2_1: 10
o21ai_0: 7
and2_2: 2
a311o_1: 3
buf_6: 3
a221oi_4: 2
xnor2_1: 9
a21o_1: 2
and2b_2: 2
ha_1: 8
a21oi_1: 3
o211ai_1: 2
inv_1: 9
buf_2: 4
mux2i_1: 14
a31oi_1: 3
or2_1: 2
mux4_2: 12
mux4_1: 6
a22o_2: 2
mux2_2: 8
dfrtp_1: 12
nand2_1: 11
o32ai_2: 2
## per-stage QoR
step / instance area (µm²) / hold WS (ns)
2_1_floorplan: 1700 / 0.385
3_3_place_gp: 2330 / 0.894
3_5_place_dp: 2330 / 0.881
4_1_cts: 2360 / 0.633
5_1_grt: 2370 / 0.658
6_report: 2370 / 0.618
## cell families after synthesis
group / share of synthesized area
mux: 0.396
compound gates: 0.167
xor+xnor: 0.0464
flops: 0.177
fa+ha+maj: 0.0590
simple gates: 0.0988
buf+inv: 0.0560
## per-layer routing
layer,share of wire,vias to the layer above,GRT usage
li1,-,724,-
met5,0,-,0
met3,0.066,2,0.0363
met1,0.50,693,0.256
met4,0.0023,0,0.0132
met2,0.43,63,0.228
## repair_timing
action | in CTS | in global routing
resized | 6 | 1
pin swaps | 0 | 0
hold buffers | 0 | 0
setup endpoints to repair | 8 | 2
cloned | 0 | 0
No activity file was given, so power comes from the tool's default toggle rates.
